--- design/flow/design.v ---
module signed_divider (
    input signed [15:0] A,    
    input signed [15:0] B,    
    output reg [19:0] Y      
);
reg signed [31:0] dividend;
reg signed [31:0] divisor;
reg signed [31:0] quotient;
reg [31:0] remainder;
reg [9:0] fractional;
reg [1:0] sign;
always @(*) begin
    sign = 0;
    dividend = A;
    divisor = B;
    if (A < 0) sign = sign ^ 1;
    if (B < 0) sign = sign ^ 1;
    dividend = (A < 0) ? -A : A;
    divisor = (B < 0) ? -B : B;
    if (divisor == 0) begin
        quotient = 0;
        fractional = 0;
        remainder = 0;
    end else begin
        quotient = dividend / divisor;
        remainder = dividend % divisor;
        fractional = (remainder << 10) / divisor;
    end
    Y = {sign, quotient[8:0], fractional[9:0]};
end
endmodule
module UART_driver(
    clk,
    rstn,
    rpm0_ready,
    rpm1_ready,
    rpm2_ready,
    rpm3_ready,
    rpm0_data_o,
    rpm1_data_o,
    rpm2_data_o,
    rpm3_data_o,
    u_valid_o,
    u_chn_o,
    u_data_o,
    stop,
    uart_tx
);
    parameter CLK_FREQ = 27_000_000;
    parameter BAUD_RATE = 115200;
    localparam  CHN_WIDTH = 3;
    parameter DATA_WIDTH = 16;
    parameter OUTPUT_RATE = 4*2;
    input  wire                     clk;
    input  wire                     rstn;
    input wire                      rpm0_ready;
    input wire                      rpm1_ready;
    input wire                      rpm2_ready;
    input wire                      rpm3_ready;
    input wire  [DATA_WIDTH-1:0]    rpm0_data_o;
    input wire  [DATA_WIDTH-1:0]    rpm1_data_o;
    input wire  [DATA_WIDTH-1:0]    rpm2_data_o;
    input wire  [DATA_WIDTH-1:0]    rpm3_data_o;
    input wire                      u_valid_o;
    input wire  [CHN_WIDTH-1:0]     u_chn_o;
    input wire  [DATA_WIDTH-1:0]    u_data_o;
    input wire  [3:0]               stop;
    output wire                     uart_tx;
    reg     [31:0]          cnt_clk;
    reg     [3:0]           xcnt;
    reg     [2:0]           cnt_chn;
    reg     [DATA_WIDTH-1:0]    rpm_data_ch0;
    reg     [DATA_WIDTH-1:0]    rpm_data_ch1;
    reg     [DATA_WIDTH-1:0]    rpm_data_ch2;
    reg     [DATA_WIDTH-1:0]    rpm_data_ch3;
    reg     [DATA_WIDTH-1:0]    u_data_ch0;
    reg     [DATA_WIDTH-1:0]    u_data_ch1;
    reg     [DATA_WIDTH-1:0]    u_data_ch2;
    reg     [DATA_WIDTH-1:0]    u_data_ch3;
    wire    [19:0]          friction_ch0;
    wire    [19:0]          friction_ch1;
    wire    [19:0]          friction_ch2;
    wire    [19:0]          friction_ch3;
    reg     [19:0]          data_out;
    reg     [7:0]           data;
    wire                    flag_tx_begin;
    wire                    tx_done;
    wire                    flag_invalid_data;
    wire    [8:0]           int_part;
    wire    [9:0]           frac_part;
    reg     [3:0]           data_hund;
    reg     [3:0]           data_tens;
    reg     [3:0]           data_ones;
    reg     [3:0]           data_tenths;
    reg     [3:0]           data_hundths;
    reg     [3:0]           data_thouths;
    always @(posedge clk or negedge rstn) begin
        if (!rstn) begin
            rpm_data_ch0 <= 0;
            rpm_data_ch1 <= 0;
            rpm_data_ch2 <= 0;
            rpm_data_ch3 <= 0;
        end
        else begin
            if (rpm0_ready == 1'b1)
                rpm_data_ch0 <= rpm0_data_o;
            else
                rpm_data_ch0 <= rpm_data_ch0;
            if (rpm1_ready == 1'b1)
                rpm_data_ch1 <= rpm1_data_o;
            else
                rpm_data_ch1 <= rpm_data_ch1;
            if (rpm2_ready == 1'b1)
                rpm_data_ch2 <= rpm2_data_o;
            else
                rpm_data_ch2 <= rpm_data_ch2;
            if (rpm3_ready == 1'b1)
                rpm_data_ch3 <= rpm3_data_o;
            else
                rpm_data_ch3 <= rpm_data_ch3;
        end
    end
    always @(posedge clk or negedge rstn) begin
        if(!rstn) begin
            u_data_ch0 <= 0;
            u_data_ch1 <= 0;
            u_data_ch2 <= 0;
            u_data_ch3 <= 0;
        end
        else if(u_valid_o == 1'b1 && u_chn_o == 0) begin
            u_data_ch0 <= u_data_o;
        end
        else if(u_valid_o == 1'b1 && u_chn_o == 1) begin
            u_data_ch1 <= u_data_o;
        end
        else if(u_valid_o == 1'b1 && u_chn_o == 2) begin
            u_data_ch2 <= u_data_o;
        end
        else if(u_valid_o == 1'b1 && u_chn_o == 3) begin
            u_data_ch3 <= u_data_o;
        end
    end
    always @(posedge clk or negedge rstn) begin
        if(!rstn) begin
            cnt_chn <= 0;
            data_out <= 0;
        end
        else begin
            case(cnt_chn)
                0:  data_out <= stop[0] ? 0 : friction_ch2;
                1:  data_out <= stop[1] ? 0 : friction_ch3;
                2:  data_out <= stop[2] ? 0 : friction_ch2;
                3:  data_out <= stop[3] ? 0 : friction_ch3;
                default: data_out <= 0;
            endcase
            if(xcnt == 4'd10) begin
                if(cnt_chn==1)
                    cnt_chn <= 0;
                else
                    cnt_chn <= cnt_chn + 1;
            end
        end
    end
    always @(posedge clk or negedge rstn) begin
        if(!rstn)
            xcnt <= 0;
        else if(tx_done)
            xcnt <= xcnt + 1;
        else if(xcnt == 4'd10)
            xcnt <= 0;
        else
            xcnt <= xcnt;
    end
    always @(posedge clk or negedge rstn) begin
        if(!rstn) begin
            cnt_clk <= 0;
        end
        else if (flag_tx_begin) begin
            cnt_clk <= 0;
        end
        else begin
            cnt_clk <= cnt_clk + 1;
        end
    end
    assign flag_tx_begin = (cnt_clk == CLK_FREQ/(11*OUTPUT_RATE) - 1);
    assign flag_invalid_data = data_hund == 0 && data_tens == 0 && data_ones == 0 && data_tenths == 0 && data_hundths == 0 && data_thouths == 0;
    assign int_part = data_out[18:10];
    assign frac_part = data_out[9:0];
    always @(posedge clk or negedge rstn) begin
        if(!rstn) begin
            data_hund <= 0;
            data_tens <= 0;
            data_ones <= 0;
            data_tenths <= 0;
            data_hundths <= 0;
            data_thouths <= 0;
        end
        else begin
            data_hund <= (int_part / 100) % 10;
            data_tens <= (int_part / 10) % 10;
            data_ones <= int_part % 10;
            data_tenths <= ((frac_part * 10) / 1024) % 10;
            data_hundths <= ((frac_part * 100) / 1024) % 10;
            data_thouths <= ((frac_part * 1000) / 1024) % 10;
        end
    end
    always @(*) begin
        case (xcnt)
            0:  data = hex_data({1'd0, cnt_chn});
            1:  data = data_out[19] ? "-" : "+";
            2:  data = hex_data(data_hund);
            3:  data = hex_data(data_tens);
            4:  data = hex_data(data_ones);
            5:  data = ".";
            6:  data = hex_data(data_tenths);
            7:  data = hex_data(data_hundths);
            8:  data = hex_data(data_thouths);
            9:  data = (cnt_chn == 3'd1)? "\n" : " ";
            10: data = (cnt_chn == 3'd1)? "\r" : " ";
            default: data = 6'h30;  
        endcase
    end
    function [7:0] hex_data;
        input [3:0] data_i;
        begin
            case(data_i)
                4'd0: hex_data = 6'h30;
                4'd1: hex_data = 6'h31;
                4'd2: hex_data = 6'h32;
                4'd3: hex_data = 6'h33;
                4'd4: hex_data = 6'h34;
                4'd5: hex_data = 6'h35;
                4'd6: hex_data = 6'h36;
                4'd7: hex_data = 6'h37;
                4'd8: hex_data = 6'h38;
                4'd9: hex_data = 6'h39;
                4'd10: hex_data = 6'h39;
                4'd11: hex_data = 6'h39;
                4'd12: hex_data = 6'h39;
                4'd13: hex_data = 6'h39;
                4'd14: hex_data = 6'h39;
                4'd15: hex_data = 6'h39;
                default: hex_data = 6'h30;
            endcase
        end
    endfunction
    UART_send UART_send_inst(
        .clk        (clk),
        .rstn       (rstn),
        .tx_flag_i  (flag_tx_begin),
        .tx_data_i  (data),
        .tx_done    (tx_done),
        .uart_tx    (uart_tx)
    );
    signed_divider signed_divider_inst0(
        .A(u_data_ch0),
        .B(rpm_data_ch0),
        .Y(friction_ch0)
    );
    signed_divider signed_divider_inst1(
        .A(u_data_ch1),
        .B(rpm_data_ch1),
        .Y(friction_ch1)
    );
    signed_divider signed_divider_inst2(
        .A(u_data_ch2),
        .B(rpm_data_ch2),
        .Y(friction_ch2)
    );
    signed_divider signed_divider_inst3(
        .A(u_data_ch3),
        .B(rpm_data_ch3),
        .Y(friction_ch3)
    );
endmodule
module UART_send(
    clk,
    rstn,
    tx_flag_i,
    tx_data_i,
    tx_done,
    uart_tx
);
    parameter   CLK_FREQ = 27_000_000;
    parameter   BAUD_RATE = 115200;
    localparam  BAUD_CLK = CLK_FREQ/BAUD_RATE;
    input wire                      clk;
    input wire                      rstn;
    input wire [7:0]                tx_data_i;
    input wire                      tx_flag_i;
    output reg                      uart_tx;
    output reg                      tx_done;
    reg                             tx_en;
    reg                             flag_bit;
    reg         [8:0]               cnt_baud;
    reg         [3:0]               cnt_bit;
    always @(posedge clk or negedge rstn) begin
        if(!rstn) begin
            tx_en <= 1'b0;
        end
        else if (cnt_bit == 4'd9 && flag_bit == 1'b1) begin
            tx_en <= 1'b0;
        end
        else if (tx_flag_i) begin
            tx_en <= 1'b1;
        end
    end
    always @(posedge clk or negedge rstn) begin
        if(!rstn) begin
            cnt_baud <= 9'd0;
        end
        else if (cnt_baud == BAUD_CLK-1 || tx_en == 0) begin
            cnt_baud <= 9'd0;
        end
        else begin
            cnt_baud <= cnt_baud + 9'd1;
        end
    end
    always @(posedge clk or negedge rstn) begin
        if(!rstn) begin
            flag_bit <= 1'b0;
        end
        else if (cnt_baud == 9'd1) begin
            flag_bit <= 1'b1;
        end
        else begin
            flag_bit <= 1'b0;
        end
    end
    always @(posedge clk or negedge rstn) begin
        if(!rstn) begin
            cnt_bit <= 4'd0;
            tx_done <= 1'd0;
        end
        else if (cnt_bit == 4'd9 && flag_bit == 1'b1) begin
            cnt_bit <= 4'd0;
            tx_done <= 1'b1;
        end
        else if (flag_bit == 1'b1 && tx_en == 1'b1) begin
            cnt_bit <= cnt_bit + 4'd1;
            tx_done <= 1'b0;
        end
        else begin
            cnt_bit <= cnt_bit;
            tx_done <= 1'b0;
        end
    end
    always @(posedge clk or negedge rstn) begin
        if(!rstn) begin
            uart_tx <= 1'd1;
        end
        else if (flag_bit == 1'b1) begin
            case (cnt_bit)
                0:  uart_tx <= 1'd0;
                1:  uart_tx <= tx_data_i[0];
                2:  uart_tx <= tx_data_i[1];
                3:  uart_tx <= tx_data_i[2];
                4:  uart_tx <= tx_data_i[3];
                5:  uart_tx <= tx_data_i[4];
                6:  uart_tx <= tx_data_i[5];
                7:  uart_tx <= tx_data_i[6];
                8:  uart_tx <= tx_data_i[7];
                9:  uart_tx <= 1'd1;
                default : uart_tx <= 1'd1;     
            endcase
        end
    end
endmodule
--- design/flow/run.sh ---
#!/bin/bash
# OpenROAD 26Q1-2900-gdf79404cd8, Yosys 0.63+post, stock flow scripts
make -C /OpenROAD-flow-scripts/flow DESIGN_CONFIG=/design/flow/config.mk WORK_HOME=/design/flow/orfs finish
--- design/flow/config.mk ---
export PLATFORM = sky130hd
export DESIGN_NAME = UART_driver
export DESIGN_NICKNAME = UART_driver
export VERILOG_FILES = /design/flow/design.v
export SDC_FILE = /design/flow/constraint.sdc
export NUM_CORES = 4
export LEC_CHECK = 1
export CORE_UTILIZATION = 40
--- design/flow/constraint.sdc ---
current_design UART_driver

set clk_period 202.2
set clk_io_pct 0.2

create_clock -name clk0 -period $clk_period [get_ports {clk}]

set non_clock_inputs [all_inputs -no_clocks]
set_input_delay [expr $clk_period * $clk_io_pct] -clock clk0 $non_clock_inputs
set_output_delay [expr $clk_period * $clk_io_pct] -clock clk0 [all_outputs]
==> results.sh <==
# source this file to load flow results
export IMPL_route_final_wire_length_um=410000
export IMPL_clk_latency_ps=560
export IMPL_worstReg2RegEnd="data_out[0]"
export IMPL_via_per_inst=5.69
export IMPL_ys_seq_share=0.0401
export IMPL_cpMostUsedCell="sky130_fd_sc_hd__o21a_1"
export IMPL_detailedPlace_worstSlack_ps=178
export IMPL_coreArea_sq_mm=0.252
export IMPL_synthesis_area_per_instance_sq_um=6.89
export IMPL_critical_path_max_stage_delay_ps=610
export IMPL_synth_main_ff_cell="sky130_fd_sc_hd__dfrtp_1"
export IMPL_via_count=118177
export IMPL_leading_cell_types_in_the_layout_fill_and_taps_excluded="2512 x sky130_fd_sc_hd__buf_4, 1757 x sky130_fd_sc_hd__ha_1, 1537 x sky130_fd_sc_hd__nand2_1"
export IMPL_synth_distinct_cells=118
export IMPL_clock_buffer_count_from_cts=17
export IMPL_final_hold_violation_count=0
export IMPL_synthesis_yosys_warnings=3
export IMPL_period_used=0.951
export IMPL_initialDrtViolationCount=8577
export IMPL_port_buffers=60
export IMPL_outcome="complete, no violations"
export IMPL_finalCoreUtilization=0.507
export IMPL_ys_async_sr_fraction=1.00
export IMPL_area_growth_syn_to_fin_pct=25.5
export IMPL_cts_reportedPaths_clkPinSlew_ps=70
export IMPL_timing_worst_slew_pin_value_ps=997
export IMPL_crit_path_slowest_cell="sky130_fd_sc_hd__or4_1"
export IMPL_kind_of_path_behind_the_tightest_hold_check="flip-flop to flip-flop"
export IMPL_ys_ff=163
export IMPL_post_drt_wl_per_cell_um=19.8
export IMPL_tritoncts_clock_tree="done"
export IMPL_report_final_slew_viol_count=0
export IMPL_largest_area_cell="sky130_fd_sc_hd__ha_1"
export IMPL_vertical_die_dimension_um=506
export IMPL_synth_top_cell_area_share=0.216
export IMPL_ctsHoldBuffers=0
export IMPL_min_delay_path_depth=1
export IMPL_finalWeightedCongestion=1.06
export IMPL_reg2reg_depth=699
export IMPL_grt_pass1_vias=107418
export IMPL_period_needed_ps=192310
export IMPL_total_routing_resource_utilization_after_global_routing=0.317
export IMPL_tool_warnings=76
export IMPL_synth_area_yosys_sq_mm=0.102
export IMPL_fp_row_count=184
export IMPL_cells_yosys=14764
export IMPL_critical_path_max_fanout=38
export IMPL_drt_first_pass_iters=6
export IMPL_grt_start_max_net_pins=100
export IMPL_remaining_drc_errors=0
export IMPL_endpoint_kind="flip-flop"
export IMPL_detailedPlacementHpwl_um=340000
export IMPL_worst_hold_startpoint="cnt_clk[5]"
export IMPL_fp_dieArea_sq_mm=0.256
export IMPL_fp_dieW_um=506
export IMPL_setup_total_negative_slack_ps=0
export IMPL_grt_antenna_before_repair=15
export IMPL_drtAntennaViolNets=0
export IMPL_arrival_ps=192660
export IMPL_critical_path_required_ps=202550
export IMPL_grt_first_pass_wirelength_um=628000
export IMPL_worst_setup_path_type="input pin to flip-flop"
export IMPL_final_layout_top_logic_cell="sky130_fd_sc_hd__buf_4"
export IMPL_clock_fmax_mhz=5.20
export IMPL_skew_ps=56.9
export IMPL_core_util_floorplan=0.404
export IMPL_htree_num_levels=4
export IMPL_design_portCount=95
export IMPL_placed_cells=20658
export IMPL_max_slew_margin_rel=0.333
export IMPL_area_leaders="sky130_fd_sc_hd__ha_1 22%, sky130_fd_sc_hd__nand2_1 5.7%, sky130_fd_sc_hd__nor2_1 5.7%"
export IMPL_cap_viol_max_count=0
export IMPL_cts_root_buf="sky130_fd_sc_hd__clkbuf_16"
export IMPL_rr_startpoint="rpm_data_ch2[5]"
export IMPL_syn_inst=14764
export IMPL_setup_slack_ps=9890
export IMPL_setup_viol_count_final=0
export IMPL_timing_critical_path_from_type="input pin"
export IMPL_clockBufferDepth=2
export IMPL_number_of_enable_type_register_cells_in_the_synthesized_netlist=0
export IMPL_cts_sinks=163
export IMPL_holdPathEnd="cnt_clk[5]"
export IMPL_congestion_overflow_gr=0
export IMPL_layout_cells_non_filler=20758
export IMPL_drive_above_1_share=0.189
export IMPL_reg2reg_setup_slack_ps=48260
export IMPL_whs_ps=493
export IMPL_synth_cell_area_sq_mm=0.102
[repair_timing]
item                       CTS  global route
setup endpoints to repair    2            10
gates cloned                 0             1
pin swaps                    0            19
buffers inserted             0            40
gates resized                1           247
[worst max-delay path by stage]
stage | startpoint | to | slack [ps] | cells after the start
CTS | stop[2] | data_out[0] | 40 | 697
global route | stop[0] | data_out[0] | -40 | 726
finish | stop[0] | data_out[0] | 9890 | 705
[cells in the mapped netlist, types with 33 or more instances]
| library cell | count |
|---|---|
| sky130_fd_sc_hd__o21ai_1 | 68 |
| sky130_fd_sc_hd__nand2b_1 | 181 |
| sky130_fd_sc_hd__buf_1 | 60 |
| sky130_fd_sc_hd__fa_1 | 34 |
| sky130_fd_sc_hd__ha_1 | 1757 |
| sky130_fd_sc_hd__o21bai_1 | 127 |
| sky130_fd_sc_hd__nand3_1 | 410 |
| sky130_fd_sc_hd__mux2_2 | 231 |
| sky130_fd_sc_hd__a31o_2 | 44 |
| sky130_fd_sc_hd__and2_1 | 148 |
| sky130_fd_sc_hd__xor2_1 | 402 |
| sky130_fd_sc_hd__a41oi_1 | 33 |
| sky130_fd_sc_hd__o2111ai_1 | 46 |
| sky130_fd_sc_hd__dfrtp_1 | 162 |
| sky130_fd_sc_hd__nand4_1 | 179 |
| sky130_fd_sc_hd__or3_1 | 240 |
| sky130_fd_sc_hd__inv_1 | 592 |
| sky130_fd_sc_hd__and4_1 | 40 |
| sky130_fd_sc_hd__mux2i_1 | 102 |
| sky130_fd_sc_hd__clkbuf_1 | 371 |
| sky130_fd_sc_hd__a21boi_0 | 58 |
| sky130_fd_sc_hd__o31ai_1 | 173 |
| sky130_fd_sc_hd__o221ai_1 | 37 |
| sky130_fd_sc_hd__nor2b_1 | 187 |
| sky130_fd_sc_hd__nor3_1 | 658 |
| sky130_fd_sc_hd__nand2_1 | 1546 |
| sky130_fd_sc_hd__a21o_1 | 441 |
| sky130_fd_sc_hd__a2111oi_0 | 36 |
| sky130_fd_sc_hd__a21oi_1 | 1094 |
| sky130_fd_sc_hd__xnor2_1 | 626 |
| sky130_fd_sc_hd__and3_1 | 123 |
| sky130_fd_sc_hd__o211ai_1 | 143 |
| sky130_fd_sc_hd__o21ai_0 | 852 |
| sky130_fd_sc_hd__or4_1 | 41 |
| sky130_fd_sc_hd__o31a_1 | 50 |
| sky130_fd_sc_hd__o22ai_1 | 65 |
| sky130_fd_sc_hd__a31oi_1 | 244 |
| sky130_fd_sc_hd__a211oi_1 | 168 |
| sky130_fd_sc_hd__nor2_1 | 1543 |
| sky130_fd_sc_hd__a211o_1 | 66 |
| sky130_fd_sc_hd__a221o_1 | 41 |
| sky130_fd_sc_hd__a221oi_1 | 34 |
| sky130_fd_sc_hd__o21a_1 | 521 |
| sky130_fd_sc_hd__or2_2 | 127 |
| sky130_fd_sc_hd__nor4_1 | 74 |
[logic make-up (layout without fill, tap and decap cells)]
logic type      count (synthesis)  after routing  synth area share
simple gates                 5625           5626             0.261
other cells                     2            487         0.0000738
buf+inv                      1064           3224            0.0398
mux                           338            338            0.0362
flops                         163            163            0.0401
fa+ha+maj                    1796           1796             0.223
compound gates               4748           4748             0.311
xor+xnor                     1028           1028            0.0885
[worst max-delay path, delay by kind of cell]
kind                     cells  cell delay [ps]
AND/OR/NAND/NOR            155            29890
buffers and inverters       65            11560
multiplexers                 8             2990
adder cells (fa/ha/maj)     62            18320
AND-OR/OR-AND              414            88960
XOR/XNOR                     1              150
[state kept, by name, summed over array words and instances, names as in the netlist, 3 cells and up]
signal and count:
xcnt 4, data_tenths 4, UART_send_inst.cnt_bit 4, u_data_ch2 16, data_out 20, rpm_data_ch2 16, data_tens 4, UART_send_inst.cnt_baud 9
cnt_clk 32, data_hundths 4, u_data_ch3 16, rpm_data_ch3 16, data_ones 4, data_thouths 4, data_hund 3, cnt_chn 3
[stage by stage]
step                      area (sq um)
after floorplan                 103000
after global placement          126000
after detailed placement        126000
after CTS                       126000
after global routing            128000
final                           128000
[layer usage]
layer,vias up,track usage,part of all wire
met2,3233,0.492,0.43
met3,671,0.0373,0.064
li1,60055,-,-
met5,-,0,0.000090
met1,54214,0.443,0.45
met4,4,0.137,0.053
[layout make-up]
| class | instances | area [sq um] |
|---|---|---|
| sequential | 163 | 4080 |
| timing repair buffer | 2589 | 19700 |
| antenna | 27 | 67.6 |
| multi-input combinational | 13996 | 96800 |
| clock buffer | 17 | 425 |
| clock inverter | 15 | 178 |
| fill | 24937 | 124000 |
| tap | 3348 | 4190 |
| inverter | 603 | 2270 |
