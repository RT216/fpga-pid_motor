--- ./design.v ---
module PID_Input_Processor(
    clk, 
    rstn,
    rpm0_ready,
    rpm1_ready,
    rpm2_ready,
    rpm3_ready,
    rpm0_data_o,
    rpm1_data_o,
    rpm2_data_o,
    rpm3_data_o,
    tr_valid_o,
    tr_chn_o,
    tr_data_o,
    param_valid_i,
    param_chn_i,
    param_a1_i,
    param_a2_i,
    param_a3_i,
    param_b0_i,
    param_b1_i,
    param_b2_i,
    param_max_i,
    param_min_i,
    data_valid_i,
    data_chn_i,
    data_fdb_i,
    data_ref_i,
    tready_o
)  ;
    parameter DATA_WIDTH = 16;
    parameter NUM_CHN = 4;
    localparam CHN_WIDTH = 3;
    localparam NUM_CYCLE = 20;
    parameter RPM_MAX = 1023;
    parameter CLK_FREQ = 27_000_000;     
    parameter PID_FREQ = 1500;           
    localparam CNT_WIDTH = $clog2(CLK_FREQ/PID_FREQ) + 1; 
    parameter PARAM_A1 = 127;
    parameter PARAM_A2 = 64;
    parameter PARAM_A3 = 64;
    parameter PARAM_B0 = 26;
    parameter PARAM_B1 = 13;
    parameter PARAM_B2 = 13;
    input wire                      clk;
    input wire                      rstn;
    input wire                      rpm0_ready;
    input wire                      rpm1_ready;
    input wire                      rpm2_ready;
    input wire                      rpm3_ready;
    input wire  [DATA_WIDTH-1:0]    rpm0_data_o;
    input wire  [DATA_WIDTH-1:0]    rpm1_data_o;
    input wire  [DATA_WIDTH-1:0]    rpm2_data_o;
    input wire  [DATA_WIDTH-1:0]    rpm3_data_o;
    input wire                      tr_valid_o;
    input wire  [CHN_WIDTH-1:0]     tr_chn_o;
    input wire  [DATA_WIDTH-1:0]    tr_data_o;
    output reg                      param_valid_i;
    output reg  [CHN_WIDTH-1:0]     param_chn_i;
    output reg  [DATA_WIDTH-1:0]    param_a1_i;
    output reg  [DATA_WIDTH-1:0]    param_a2_i;
    output reg  [DATA_WIDTH-1:0]    param_a3_i;
    output reg  [DATA_WIDTH-1:0]    param_b0_i;
    output reg  [DATA_WIDTH-1:0]    param_b1_i;
    output reg  [DATA_WIDTH-1:0]    param_b2_i;
    output reg  [DATA_WIDTH-1:0]    param_max_i;
    output reg  [DATA_WIDTH-1:0]    param_min_i;
    input wire                      tready_o;
    output reg                      data_valid_i;
    output reg  [CHN_WIDTH-1:0]     data_chn_i;
    output reg  [DATA_WIDTH-1:0]    data_fdb_i;
    output reg  [DATA_WIDTH-1:0]    data_ref_i;
    reg     [5:0]               cnt_cycle;
    reg                         param_valid;
    reg     [CHN_WIDTH-1:0]     param_chn;
    reg                         data_load;
    reg     [CHN_WIDTH:0]       data_cycle;
    reg     [DATA_WIDTH-1:0]    rpm_data_ch0;
    reg     [DATA_WIDTH-1:0]    rpm_data_ch1;
    reg     [DATA_WIDTH-1:0]    rpm_data_ch2;
    reg     [DATA_WIDTH-1:0]    rpm_data_ch3;
    reg     [DATA_WIDTH-1:0]    target_rpm_ch1;
    reg     [DATA_WIDTH-1:0]    target_rpm_ch2;
    reg     [DATA_WIDTH-1:0]    target_rpm_ch3;
    reg     [DATA_WIDTH-1:0]    target_rpm_ch0;
    reg     [CNT_WIDTH-1:0]     cnt_slow_down;
    reg                         ready_slow_down;
    always @(posedge clk or negedge rstn) begin
        if (!rstn) begin
            rpm_data_ch0 <= 0;
            rpm_data_ch1 <= 0;
            rpm_data_ch2 <= 0;
            rpm_data_ch3 <= 0;
        end
        else begin
            if (rpm0_ready == 1'b1)
                rpm_data_ch0 <= rpm0_data_o;
            else
                rpm_data_ch0 <= rpm_data_ch0;
            if (rpm1_ready == 1'b1)
                rpm_data_ch1 <= rpm1_data_o;
            else
                rpm_data_ch1 <= rpm_data_ch1;
            if (rpm2_ready == 1'b1)
                rpm_data_ch2 <= rpm2_data_o;
            else
                rpm_data_ch2 <= rpm_data_ch2;
            if (rpm3_ready == 1'b1)
                rpm_data_ch3 <= rpm3_data_o;
            else
                rpm_data_ch3 <= rpm_data_ch3;
        end
    end
    always @(posedge clk or negedge rstn) begin
        if(!rstn) begin
            target_rpm_ch0 <= 0;
            target_rpm_ch1 <= 0;
            target_rpm_ch2 <= 0;
            target_rpm_ch3 <= 0;
        end
        else if(tr_valid_o == 1'b1 && tr_chn_o == 0) begin
            target_rpm_ch0 <= tr_data_o;
        end
        else if(tr_valid_o == 1'b1 && tr_chn_o == 1) begin
            target_rpm_ch1 <= tr_data_o;
        end
        else if(tr_valid_o == 1'b1 && tr_chn_o == 2) begin
            target_rpm_ch2 <= tr_data_o;
        end
        else if(tr_valid_o == 1'b1 && tr_chn_o == 3) begin
            target_rpm_ch3 <= tr_data_o;
        end
    end
    always @(posedge clk or negedge rstn) begin
        if(!rstn) begin
            cnt_cycle <= 0;
        end
        else if(cnt_cycle == NUM_CYCLE-1) begin
            cnt_cycle <= cnt_cycle;
        end
        else begin
            cnt_cycle <= cnt_cycle + 1;
        end
    end
    always @(posedge clk or negedge rstn) begin
        if(!rstn) begin
            param_valid <= 0;
            param_valid_i <= 0;
        end
        else begin
            param_valid <= ((cnt_cycle >= 5) && (cnt_cycle < NUM_CHN+5)) ? 1'b1:1'b0;  
            param_valid_i <= param_valid;
        end
    end
    always @(posedge clk or negedge rstn) begin
        if(!rstn) begin
            param_chn <= NUM_CHN-1;
        end
        else if(cnt_cycle == 5) begin
            param_chn <= 0;
        end
        else if(cnt_cycle < NUM_CHN+5 && cnt_cycle > 5) begin
            param_chn <= param_chn+1;
        end
    end
    always @(posedge clk or negedge rstn) begin
        if(!rstn) begin
            param_chn_i <= NUM_CHN-1;
        end
        else begin
            param_chn_i <= param_chn;
        end    
    end
    always @(posedge clk) begin
        case(param_chn) 
            0:begin
                param_a1_i <= PARAM_A1;
                param_a2_i <= PARAM_A2;
                param_a3_i <= PARAM_A3;
                param_b0_i <= PARAM_B0;
                param_b1_i <= PARAM_B1;
                param_b2_i <= PARAM_B2;
                param_max_i <= RPM_MAX;
                param_min_i <= -RPM_MAX;
            end
            1: begin
                param_a1_i <= PARAM_A1;
                param_a2_i <= PARAM_A2;
                param_a3_i <= PARAM_A3;
                param_b0_i <= PARAM_B0;
                param_b1_i <= PARAM_B1;
                param_b2_i <= PARAM_B2;
                param_max_i <= RPM_MAX;
                param_min_i <= -RPM_MAX;
            end
            2: begin
                param_a1_i <= PARAM_A1;
                param_a2_i <= PARAM_A2;
                param_a3_i <= PARAM_A3;
                param_b0_i <= PARAM_B0;
                param_b1_i <= PARAM_B1;
                param_b2_i <= PARAM_B2;
                param_max_i <= RPM_MAX;
                param_min_i <= -RPM_MAX;
            end
            3: begin
                param_a1_i <= PARAM_A1;
                param_a2_i <= PARAM_A2;
                param_a3_i <= PARAM_A3;
                param_b0_i <= PARAM_B0;
                param_b1_i <= PARAM_B1;
                param_b2_i <= PARAM_B2;
                param_max_i <= RPM_MAX;
                param_min_i <= -RPM_MAX;
            end
            default: begin
                param_a1_i <= PARAM_A1;
                param_a2_i <= PARAM_A2;
                param_a3_i <= PARAM_A3;
                param_b0_i <= PARAM_B0;
                param_b1_i <= PARAM_B1;
                param_b2_i <= PARAM_B2;
                param_max_i <= RPM_MAX;
                param_min_i <= -RPM_MAX;
            end
        endcase
    end
    always @(posedge clk or negedge rstn) begin
        if(!rstn) begin
            data_load <= 0;
        end
        else begin
            data_load <= (cnt_cycle >= 10)? 1'b1:1'b0;
        end
    end
    always @(posedge clk or negedge rstn) begin
        if(!rstn) begin
            cnt_slow_down <= 0;
            ready_slow_down <= 0;
        end
        else if(data_load & tready_o) begin
            if(cnt_slow_down == CLK_FREQ/PID_FREQ - 1) begin
                cnt_slow_down <= 0;
                ready_slow_down <= 1;
            end
            else begin
                cnt_slow_down <= cnt_slow_down + 1;
                ready_slow_down <= ready_slow_down;
            end
        end
        else begin
            cnt_slow_down <= 0;
            ready_slow_down <= 0;
        end
    end
    always @(posedge clk or negedge rstn) begin
        if(!rstn) begin
            data_cycle <= NUM_CHN;
        end
        else if(data_load & tready_o & ready_slow_down) begin
            if(data_cycle == NUM_CHN) 
                data_cycle <= 0;
            else 
                data_cycle <= data_cycle + 1;
        end
    end
    always @(*) begin
        if(data_cycle == NUM_CHN) begin
            data_valid_i <= 1'b0;
            data_chn_i <= NUM_CHN-1;
            data_fdb_i <= 0;
            data_ref_i <= 0;
        end
        else if(data_cycle == 0) begin
            data_valid_i <= 1'b1;
            data_chn_i <= 0;
            data_fdb_i <= rpm_data_ch0;
            data_ref_i <= target_rpm_ch0;
        end
        else if(data_cycle == 1)  begin
            data_valid_i <= 1'b1;
            data_chn_i <= 1;
            data_fdb_i <= rpm_data_ch1;
            data_ref_i <= target_rpm_ch1;
        end
        else if(data_cycle == 2)  begin
            data_valid_i <= 1'b1;
            data_chn_i <= 2;
            data_fdb_i <= rpm_data_ch2;
            data_ref_i <= target_rpm_ch2;
        end
        else begin
            data_valid_i <= 1'b1;
            data_chn_i <= data_cycle;
            data_fdb_i <= rpm_data_ch3;
            data_ref_i <= target_rpm_ch3;
        end
    end
endmodule
--- ./run.sh ---
#!/bin/bash
# OpenROAD 26Q1-2900-gdf79404cd8, Yosys 0.63+post, stock flow scripts
make -C /OpenROAD-flow-scripts/flow DESIGN_CONFIG=/design/flow/config.mk WORK_HOME=/design/flow/orfs finish
--- ./config.mk ---
export PLATFORM = sky130hd
export DESIGN_NAME = PID_Input_Processor
export DESIGN_NICKNAME = PID_Input_Processor
export VERILOG_FILES = /design/flow/design.v
export SDC_FILE = /design/flow/constraint.sdc
export NUM_CORES = 4
export LEC_CHECK = 1
export CORE_UTILIZATION = 30
--- ./constraint.sdc ---
current_design PID_Input_Processor

set clk_period 14.9
set clk_io_pct 0.2

create_clock -name clk0 -period $clk_period [get_ports {clk}]

set non_clock_inputs [all_inputs -no_clocks]
set_input_delay [expr $clk_period * $clk_io_pct] -clock clk0 $non_clock_inputs
set_output_delay [expr $clk_period * $clk_io_pct] -clock clk0 [all_outputs]
==> results.py <==
# Metrics from the implementation run
metrics = {
    "outcome": {
        "run_status": "finished clean",
    },
    "floorplan": {
        "coreArea_um2": 27200,
        "fp-row-count": 60,
        "chipArea_um2": 28700,
        "fp_util_pct": 30.9,
        "die_w_um": 169,
        "ios": 259,
        "die_y_um": 169,
    },
    "grt": {
        "grt.overflow.total": 0,
        "track_usage_pct": 13.2,
        "grt_max_degree": 68,
        "grt_pass1_wl_um": 28700,
        "antenna_found_initial": 1,
        "grt_pass1_vias": 5147,
    },
    "placement": {
        "pre_cts_ws_ns": 8.78,
        "hpwl_um": 12800,
        "place.gp.congestion": 0.774,
        "io_buffers": 130,
        "place_inst": 1174,
    },
    "setup_path": {
        "crit_slowest_cell": "nor3b_4",
        "cp-start-kind": "flop",
        "cpLargestDelayFamily": "buffers and inverters",
        "reg2reg_slack_ns": 12.63,
        "worst-path-buf-inv": 3,
        "cp_cell_sequence": "inv_1 -> ha_1 -> nor3b_4 -> buf_4 -> mux2_1 -> a222oi_1 -> nor2_1 -> clkdlybuf4s50_1",
        "path_max_fanout": 22,
        "crit_arrival_ns": 3.48,
        "max_stage_delay_ns": 0.60,
        "required_ns": 11.92,
        "crit_path_end_kind": "output pin",
        "path_class": "reg -> out",
    },
    "sta": {
        "finalMaxSlewViolations": 0,
        "setup_violations": 0,
        "tns_ns": 0,
        "fin_crit_sh_pct": 43.3,
        "holdWs_ns": 0.348,
        "fin_crit_ns": 6.46,
        "fmax_ghz": 0.155,
        "tightest_slew_ns": 0.829,
        "hold_viol": 0,
        "fin_skew_ns": 0.00531,
        "rsz0062_at_grt": "no",
        "final.setup.worst_slack_ns": 8.44,
        "relSlewSlack_pct": 44.5,
    },
    "clock_tree": {
        "cts_made_buffers": 17,
        "cts.sinks": 164,
        "htreeDepth": 4,
        "cts_tree": "done",
        "clk_pin_slew_ns": 0.06,
        "insertion_delay_ns": 0.42,
        "post-cts-setup-buffers": 0,
        "cts_hold_buf": 0,
        "cts_root_buf": "clkbuf_16",
        "cts_buffer_depth": 2,
        "cts_resized": 0,
    },
    "cells_and_area": {
        "lay_top_count": "dfrtp_1",
        "fin_cells": 1206,
        "drive_gt1_share_pct": 23.0,
        "syn_to_final_growth_pct": 22.4,
        "layout_top_cells": "159 x dfrtp_1, 136 x mux2_2, 129 x clkdlybuf4s50_1",
        "utilization_pct": 37.8,
        "fill_cells": 2577,
    },
    "power": {
        "power.density_nw_per_um2": 113,
        "power.leakage_uw": 0.00438,
        "ir_worst_vdd_v": 0.0000702,
    },
    "route": {
        "antenna_left": 0,
        "drtIter0Drc": 379,
        "wirelength_um": 18500,
        "dr_total_vias": 5288,
        "first_pass_iters": 5,
        "diodes": 0,
        "vias_per_cell": 4.38,
        "drc": 0,
        "wl_per_cell_um": 15.4,
    },
    "synthesis": {
        "yosys_area_um2": 8400,
        "enable_flop_cells": 0,
        "flop_cell": "dfrtp_1",
        "yosysSeqAreaShare_pct": 49.0,
        "ys_ff": 164,
        "synth_cell_types": 42,
        "synth.avg_cell_area_um2": 12.1,
        "syn_area_um2": 8400,
        "synthCells": 694,
        "async_reset_ff_share_pct": 100,
        "ys_cells": 694,
        "ys_warn_count": 1,
    },
    "run": {
        "log.warning_count": 31,
        "maxCapViolations": 0,
    },
    "min_path": {
        "hold_class": "reg -> reg",
    },
}
synth_stat cells (3+ instances only):
library cell    n  area share (%)
buf_2          10            0.60
xor2_1          3            0.31
a222oi_1       32             3.8
dfrtp_1       159              47
mux2_1         25             3.4
clkbuf_1       17            0.76
nand2_1        13            0.58
buf_4         132              12
o21ai_0         8            0.48
mux2_2        136              18
xnor2_1        17             1.8
ha_1           10             1.5
nor3_1          4            0.24
dfstp_2         5             1.6
nand3_1        12            0.72
nand4_1         5            0.37
nor2_1         57             2.5
inv_1          10            0.45
nor4_1          6            0.45
stage by stage:
step / power, uW / cell area, um^2
after floorplan: 636 / 8870
after global placement: 699 / 9630
after detailed placement: 701 / 9630
after CTS: 1180 / 10300
after global routing: 1220 / 10300
final: 1160 / 10300
cells by family (layout without fill, tap and decap cells):
| logic type | after synthesis | after routing | share of synthesized area, % |
|---|---|---|---|
| xor gates and xnor gates | 20 | 20 | 2.09 |
| AOI/OAI and AO/OA | 46 | 46 | 4.74 |
| adders and majority gates | 10 | 10 | 1.49 |
| and+or+nand+nor | 118 | 118 | 7.11 |
| other | 2 | 128 | 0.0895 |
| DFF | 164 | 164 | 49.0 |
| muxes | 163 | 163 | 21.8 |
| buffers and inverters | 171 | 185 | 13.7 |
power by group:
| group | switching [uW] | total (uW) | internal (uW) | leakage (uW) |
|---|---|---|---|---|
| clock | 177 | 472 | 295 | 0.000310 |
| combinational | 53.5 | 162 | 108 | 0.00210 |
| sequential | 26.8 | 529 | 502 | 0.00198 |
| total | 257 | 1160 | 905 | 0.00438 |
path summary, 6_finish.rpt:
path                                from           endpoint  depth (start not counted)
hold / removal               param_valid      param_valid_i                          0
min in group asynchronous           rstn  target_rpm_ch2[9]                          1
setup / recovery           data_cycle[0]      data_ref_i[9]                          8
setup reg to reg           data_cycle[0]      data_cycle[2]                          7
max in group asynchronous           rstn    rpm_data_ch2[2]                          2
hold reg to reg              param_valid      param_valid_i                          0
worst register-to-register path: cells and delay by family (launching register included):
kind	cells	cell delay (ns)
flops	1	0.45
compound gates	2	0.23
simple gates	2	0.68
buf+inv	2	0.50
fa+ha+maj	1	0.34
sequential cells by signal (all words and copies together), names as in the netlist, 3 cells and up:
signal / count
param_chn: 3
target_rpm_ch3: 16
rpm_data_ch2: 16
target_rpm_ch2: 16
target_rpm_ch1: 16
rpm_data_ch3: 16
rpm_data_ch0: 16
target_rpm_ch0: 16
cnt_slow_down: 16
rpm_data_ch1: 16
param_chn_i: 3
cnt_cycle: 6
data_cycle: 4
layout make-up:
type / count / area (um^2) / area share, %
multi-input cells: 485 / 3620 / 35.2
flip-flops and latches: 164 / 4110 / 40.0
well taps: 372 / 465 / 4.53
clock inverters: 11 / 171 / 1.67
repair buffers: 143 / 1400 / 13.6
clock buffers: 21 / 470 / 4.58
inverters: 10 / 37.5 / 0.365
metal layers:
| layer | GRT usage [%] | routed length, um | up-vias |
|---|---|---|---|
| met5 | 0 | 13 | - |
| met3 | 2.78 | 1090 | 24 |
| met1 | 19.8 | 8450 | 2630 |
| met2 | 20.3 | 8650 | 182 |
| li1 | - | - | 2450 |
| met4 | 2.55 | 337 | 2 |
No activity file was given, so power comes from the tool's default toggle rates.
