File: ./constraint.sdc
current_design PID_output_processor

set clk_period 6.4
set clk_io_pct 0.2

create_clock -name clk0 -period $clk_period [get_ports {clk}]

set non_clock_inputs [all_inputs -no_clocks]
set_input_delay [expr $clk_period * $clk_io_pct] -clock clk0 $non_clock_inputs
set_output_delay [expr $clk_period * $clk_io_pct] -clock clk0 [all_outputs]
File: ./config.mk
export PLATFORM = sky130hd
export DESIGN_NAME = PID_output_processor
export DESIGN_NICKNAME = PID_output_processor
export VERILOG_FILES = /design/flow/design.v
export SDC_FILE = /design/flow/constraint.sdc
export NUM_CORES = 4
export LEC_CHECK = 1
export CORE_UTILIZATION = 40
File: ./run.sh
#!/bin/bash
# OpenROAD 26Q1-2900-gdf79404cd8, Yosys 0.63+post, stock flow scripts
make -C /OpenROAD-flow-scripts/flow DESIGN_CONFIG=/design/flow/config.mk WORK_HOME=/design/flow/orfs finish
File: ./design.v
module PID_output_processor(
    clk,
    rstn,
    u_valid_o,
    u_chn_o,
    u_data_o,
    stop,
    brake,
    motor_0_in_1,
    motor_0_in_2,
    motor_1_in_1,
    motor_1_in_2,
    motor_2_in_1,
    motor_2_in_2,
    motor_3_in_1,
    motor_3_in_2
);
    parameter   DATA_WIDTH = 16;
    parameter   NUM_CHN = 4;
    localparam  CHN_WIDTH = 3;
    parameter  integer RPM_MAX = 1024;
    parameter   CLK_FREQ = 27_000_000;   
    parameter   PWM_FREQ = 1_350;      
    localparam integer PWM_PERIOD = CLK_FREQ / PWM_FREQ - 1;     
    localparam integer COUNTER_WIDTH = $clog2(PWM_PERIOD + 1);   
    localparam integer PWM_DUTY_MIN = 0.2 * (PWM_PERIOD + 1);    
    localparam integer PWM_DUTY_MAX = 0.8 * (PWM_PERIOD + 1);    
    input wire                      clk;
    input wire                      rstn;
    input wire                      u_valid_o;
    input wire  [CHN_WIDTH-1:0]     u_chn_o;
    input wire  [DATA_WIDTH-1:0]    u_data_o;
    input wire  [3:0]               stop;
    input wire                      brake;
    output reg                      motor_0_in_1;
    output reg                      motor_0_in_2;
    output reg                      motor_1_in_1;
    output reg                      motor_1_in_2;
    output reg                      motor_2_in_1;
    output reg                      motor_2_in_2;
    output reg                      motor_3_in_1;
    output reg                      motor_3_in_2;
    reg     [DATA_WIDTH-1:0]        u_data_ch0;
    reg     [DATA_WIDTH-1:0]        u_data_ch1;
    reg     [DATA_WIDTH-1:0]        u_data_ch2;
    reg     [DATA_WIDTH-1:0]        u_data_ch3;
    reg     [DATA_WIDTH-1:0]        u_data_ch0_abs;
    reg     [DATA_WIDTH-1:0]        u_data_ch1_abs;
    reg     [DATA_WIDTH-1:0]        u_data_ch2_abs;
    reg     [DATA_WIDTH-1:0]        u_data_ch3_abs;
    reg     [COUNTER_WIDTH-1:0]     counter_pwm;
    reg     [COUNTER_WIDTH-1:0]     pwm_thr_ch0;
    reg     [COUNTER_WIDTH-1:0]     pwm_thr_ch1;
    reg     [COUNTER_WIDTH-1:0]     pwm_thr_ch2;
    reg     [COUNTER_WIDTH-1:0]     pwm_thr_ch3;
    always @(posedge clk or negedge rstn) begin
        if(!rstn) begin
            u_data_ch0 <= 0;
            u_data_ch1 <= 0;
            u_data_ch2 <= 0;
            u_data_ch3 <= 0;
        end
        else if(u_valid_o == 1'b1 && u_chn_o == 0) begin
            u_data_ch0 <= u_data_o;
        end
        else if(u_valid_o == 1'b1 && u_chn_o == 1) begin
            u_data_ch1 <= u_data_o;
        end
        else if(u_valid_o == 1'b1 && u_chn_o == 2) begin
            u_data_ch2 <= u_data_o;
        end
        else if(u_valid_o == 1'b1 && u_chn_o == 3) begin
            u_data_ch3 <= u_data_o;
        end
    end
    always @(posedge clk or negedge rstn) begin
        if(!rstn) begin
            u_data_ch0_abs <= 0;
            u_data_ch1_abs <= 0;
            u_data_ch2_abs <= 0;
            u_data_ch3_abs <= 0;
        end
        else begin
            u_data_ch0_abs <= (u_data_ch0[DATA_WIDTH-1] == 1'b0)? u_data_ch0 : ~u_data_ch0 + 1;
            u_data_ch1_abs <= (u_data_ch1[DATA_WIDTH-1] == 1'b0)? u_data_ch1 : ~u_data_ch1 + 1;
            u_data_ch2_abs <= (u_data_ch2[DATA_WIDTH-1] == 1'b0)? u_data_ch2 : ~u_data_ch2 + 1;
            u_data_ch3_abs <= (u_data_ch3[DATA_WIDTH-1] == 1'b0)? u_data_ch3 : ~u_data_ch3 + 1;
        end
    end
    always @(posedge clk or negedge rstn) begin
        if(!rstn) begin
            counter_pwm <= 0;
        end
        else if(counter_pwm == PWM_PERIOD) begin
            counter_pwm <= 0;
        end
        else begin
            counter_pwm <= counter_pwm + 1;
        end
    end
    always @(posedge clk or negedge rstn) begin
        if(!rstn) begin
            pwm_thr_ch0 <= 0;
            pwm_thr_ch1 <= 0;
            pwm_thr_ch2 <= 0;
            pwm_thr_ch3 <= 0;
        end
        else begin
            if (stop[0])
                pwm_thr_ch0 <= 0;
            else
                pwm_thr_ch0 <= PWM_DUTY_MIN + ({{16'b0},u_data_ch0_abs} * (PWM_DUTY_MAX - PWM_DUTY_MIN)) / RPM_MAX;
            if (stop[1])
                pwm_thr_ch1 <= 0;
            else
                pwm_thr_ch1 <= PWM_DUTY_MIN + ({{16'b0},u_data_ch1_abs} * (PWM_DUTY_MAX - PWM_DUTY_MIN)) / RPM_MAX;
            if (stop[2])
                pwm_thr_ch2 <= 0;
            else
                pwm_thr_ch2 <= PWM_DUTY_MIN + ({{16'b0},u_data_ch2_abs} * (PWM_DUTY_MAX - PWM_DUTY_MIN)) / RPM_MAX;
            if (stop[3])
                pwm_thr_ch3 <= 0;
            else
                pwm_thr_ch3 <= PWM_DUTY_MIN + ({{16'b0},u_data_ch3_abs} * (PWM_DUTY_MAX - PWM_DUTY_MIN)) / RPM_MAX;
        end
    end
    always @(posedge clk or negedge rstn) begin
        if(!rstn) begin
            motor_0_in_1 <= 0;
            motor_0_in_2 <= 0;
            motor_1_in_1 <= 0;
            motor_1_in_2 <= 0;
            motor_2_in_1 <= 0;
            motor_2_in_2 <= 0;
            motor_3_in_1 <= 0;
            motor_3_in_2 <= 0;
        end
        else begin
            if (stop[0]) begin
                motor_0_in_1 <= brake;
                motor_0_in_2 <= brake;
            end
            else
                if (u_data_ch0[DATA_WIDTH-1] == 1'b0) begin
                    motor_0_in_1 <= (counter_pwm < pwm_thr_ch0)? 1 : 0;  
                    motor_0_in_2 <= 0;                                   
                end
                else begin
                    motor_0_in_1 <= 0;                                   
                    motor_0_in_2 <= (counter_pwm < pwm_thr_ch0)? 1 : 0;  
                end
            if (stop[1]) begin
                motor_1_in_1 <= brake;
                motor_1_in_2 <= brake;
            end
            else
                if (u_data_ch1[DATA_WIDTH-1] == 1'b0) begin
                    motor_1_in_1 <= (counter_pwm < pwm_thr_ch1)? 1 : 0;  
                    motor_1_in_2 <= 0;                                   
                end
                else begin
                    motor_1_in_1 <= 0;                                   
                    motor_1_in_2 <= (counter_pwm < pwm_thr_ch1)? 1 : 0;  
                end
            if (stop[2]) begin
                motor_2_in_1 <= brake;
                motor_2_in_2 <= brake;
            end
            else
                if (u_data_ch2[DATA_WIDTH-1] == 1'b0) begin
                    motor_2_in_1 <= (counter_pwm < pwm_thr_ch2)? 1 : 0;  
                    motor_2_in_2 <= 0;                                   
                end
                else begin
                    motor_2_in_1 <= 0;                                   
                    motor_2_in_2 <= (counter_pwm < pwm_thr_ch2)? 1 : 0;  
                end
            if (stop[3]) begin
                motor_3_in_1 <= brake;
                motor_3_in_2 <= brake;
            end
            else
                if (u_data_ch3[DATA_WIDTH-1] == 1'b0) begin
                    motor_3_in_1 <= (counter_pwm < pwm_thr_ch3)? 1 : 0;  
                    motor_3_in_2 <= 0;                                   
                end
                else begin
                    motor_3_in_1 <= 0;                                   
                    motor_3_in_2 <= ( counter_pwm < pwm_thr_ch3)? 1 : 0;  
                end
        end
    end
endmodule
==> changes_impl.md <==
## Implementation

* H-tree levels at 1
* Detail Route Antenna Nets at 0
* Initial Util at 40.6%
* Top cells by count: inv_1, ha_1, fa_1
* Initial DRC Count at 601
* CTS Hold Buffers Added at 0
* Max Transition Viols Final at 0
* End of the critical path: pwm_thr_ch0[14]$_DFF_PN0_
* Post-synth EDFFs at 0
* Max Cap Viol at 0
* Reg clk slew, reported paths at 0.06 ns
* Main flop type: dfrtp_1
* CP max-delay cell: fa_1
* # resized after CTS at 0
* Worst Hold Class: flip-flop to flip-flop
* Vias per cell at 4.76
* Core Util, Final at 44.3%
* Register Area at 5280 um^2
* Largest net degree at the start of global routing at 131
* Synth top area share at 23.6%
* Core Footprint at 55200 um^2
* Wirelength, routed at 43600 um
* Wire per inst at 13.9 um
* Total Routing Usage GR at 17.4%
* Critical path data arrival time at 5.64 ns
* Area post-placement at 23600 um^2
* Synth Cell Area at 22400 um^2
* R2R Path End: pwm_thr_ch0[14]$_DFF_PN0_
* Crit path capture type: flip-flop
* Clock buffer depth at 3
* Max-slew headroom at 50.5%
* Die area at 56900 um^2
* Syn-to-layout area delta at 9.29%
* I/O pin cnt at 35
* CP required at 6.81 ns
* Synth flops at 211
* Sequence of cells on the critical path: fa_1, inv_1, fa_1, inv_1, fa_1, inv_1, fa_1, inv_1, ha_1, or3_1, a31oi_1, a21oi_1, xnor2_1, o21ai_1, a211oi_2, a311oi_2, xnor2_1, nor2_1
* Worst Setup SP: u_data_ch0_abs[7]$_DFF_PN0_
* Yosys stat chip area at 22400 um^2
* Remaining Overflow, GRT at 0
* Pre-CTS setup slack at 1.17 ns
* CP peak stage delay at 0.57 ns
* Gate Area at 14400 um^2
* Worst Setup Slack, final at 1.18 ns
* Post-Syn Area per Cell at 9.58 um^2
* Drt drc at 0
* Worst Reg-to-Reg Cells at 18
* Vias at 14938
* Final Wtd Congestion at 0.881
* Cycle use final at 81.6%
* Max FO, Critical Path at 7
* Distinct lib cells at 86
* Endpoints failing hold at 0
* Yosys cell count at 2336
* Worst Max-Slew Pin Slew at 0.740 ns
* Design Area, Final at 24500 um^2
* Fill cell total of the finished layout at 5067
* Setup Crit Path Kind: flip-flop to flip-flop
* Hold Path Stages at 0
* Setup Buffers After CTS at 0
* Root Driver: clkbuf_16
* Final HPWL DP at 35300 um
* Cell taking the most area after synthesis: dfrtp_1
* RSZ-0062 raised after global routing: false
* Clock buffer count from CTS at 25
* Worst skew pair latency at 0.56 ns
* Core Rows at 86
* YS warnings at 3
* Worst Setup Start Kind: flip-flop
* Main area contributors: dfrtp_1, fa_1, ha_1
* Port-buffer cells at 34
* Fraction of registers with async set/reset at 100%
* First-pass GRT wire length at 76600 um
* Synthesized instance count at 2336
* 1st-pass router iterations at 5
* Final min period at 5.22 ns
* Outcome: finished clean
* Die height at 239 um
* Layout cell share with drive strength beyond 1 at 5.56%
* Antenna violations before repair at 1
* Reg-to-Reg Start: u_data_ch0_abs[7]$_DFF_PN0_
* # clock sinks at 211
* Setup slack, reg-to-reg at 1.18 ns
* Fin Setup TNS at 0 ns
* Final setup vio count at 0
* Antenna fix cells at 0
* Tool warning count at 35
* Number of global-route vias before repair at 15653
* CTS tree: done
* Sequential share of the synthesized area at 23.6%
* Die X at 239 um
* Setup Skew at 0.0251 ns
* Fmax at 191 MHz
* Top-count cell post-synth: inv_1
## metal layers
metal | track usage (%) | vias up | wire (um)
li1 | - | 7382 | -
met1 | 25.0 | 7268 | 19400
met2 | 28.3 | 237 | 21000
met3 | 4.36 | 47 | 2480
met4 | 2.16 | 4 | 641
met5 | 0.952 | - | 89
## worst max-delay path, delay by kind of cell, from the launching register on
kind / cells / cell delay [ns]
AND-OR/OR-AND: 5 / 0.95
XOR/XNOR: 2 / 0.48
adder cells (fa/ha/maj): 5 / 2.49
buffers and inverters: 4 / 0.19
flip-flops: 1 / 0.50
AND/OR/NAND/NOR: 2 / 0.45
## how the worst min path moves through the flow
stage,startpoint,to,slack [ns]
6_report,u_data_ch1[0]$_DFFE_PN0P_,u_data_ch1_abs[0]$_DFF_PN0_,0.44
4_1_cts,u_data_ch1[0]$_DFFE_PN0P_,u_data_ch1_abs[0]$_DFF_PN0_,0.44
5_1_grt,u_data_ch1[0]$_DFFE_PN0P_,u_data_ch1_abs[0]$_DFF_PN0_,0.45
## metrics by stage
step | cells | hold slack [ns]
floorplan | 2336 | 0.395
finish | 3140 | 0.438
global route | 3140 | 0.447
detailed placement | 3095 | 0.422
CTS | 3140 | 0.438
global placement | 3095 | 0.422
## kinds of logic (layout without fill, tap and decap cells)
group,count (synthesis),count (layout),share of synthesized area (%)
buf+inv,723,779,12.2
fa+ha+maj,517,517,37.3
simple gates,383,383,8.80
compound gates,292,292,9.08
flops,211,211,23.6
xor+xnor,149,149,5.99
mux,61,61,3.05
## cell type report
| cell class | instances | area share [%] |
|---|---|---|
| sequential | 211 | 21.6 |
| clock buffer | 38 | 3.00 |
| timing repair buffer | 39 | 1.61 |
| clock inverter | 7 | 0.511 |
| inverter | 695 | 10.7 |
| multi-input combinational | 1402 | 58.8 |
| tap | 748 | 3.82 |
## placed cells by master, fill, tap and decap left out, drive strengths merged, types with 26 or more instances in the layout
master           n
a21oi           46
fa             252
ha             265
nand2           91
inv            696
o21ai           74
nor3            36
nand3           26
dfrtp          211
clkdlybuf4s50   33
a21o            32
nor2           101
clkbuf          39
xor2            38
xnor2          110
mux2            57
## flip-flops by register name (all words and copies together), names as in the netlist, 15 cells and up
name / count
u_data_ch0: 16
u_data_ch0_abs: 16
u_data_ch1: 16
u_data_ch1_abs: 16
u_data_ch2: 16
u_data_ch2_abs: 16
u_data_ch3: 16
u_data_ch3_abs: 16
counter_pwm: 15
pwm_thr_ch0: 15
pwm_thr_ch1: 15
pwm_thr_ch2: 15
pwm_thr_ch3: 15
